File: flow/design.v
`timescale 1ns/1ns
module FIFOMemory (
    input wire w_clk,
    input wire [(1+4)-1: 0] w_addr,
    input wire w_en,
    input wire [8-1: 0] w_data,
    input wire r_en,
    input wire [(1+4)-1: 0] r_addr,
    output wire [8-1: 0] r_data
);
sdp_ram#(
    .RAM_WIDTH(8),
    .RAM_DEPTH(16)
) fifo_mem (
    .addra(w_addr),
    .addrb(r_addr),
    .dina(w_data),
    .clka(w_clk),
    .wea(w_en),
    .enb(r_en),
    .rstb(1'b0),
    .regceb(1'b0),
    .doutb(r_data)
);
endmodule
`timescale 1ns/1ns
module sdp_ram #(
  parameter RAM_WIDTH = 64,                        
  parameter RAM_DEPTH = 512,                       
  parameter RAM_PERFORMANCE = "LOW_LATENCY",  
  parameter INIT_FILE = "",                         
  parameter INIT_DATA = 0
) (
  input [(1+4)-1:0] addra,  
  input [(1+4)-1:0] addrb,  
  input [RAM_WIDTH-1:0] dina,           
  input clka,                           
  input wea,                            
  input enb,                            
  input rstb,                           
  input regceb,                         
  output [RAM_WIDTH-1:0] doutb          
);
  reg [RAM_WIDTH-1:0] BRAM [RAM_DEPTH-1:0];
  reg [RAM_WIDTH-1:0] ram_data = INIT_DATA;
  integer ram_index;
  generate
    if (INIT_FILE != "") begin: use_init_file
      initial
        $readmemh(INIT_FILE, BRAM, 0, RAM_DEPTH-1);
    end else begin: init_bram_to_zero
      initial
        for (ram_index = 0; ram_index < RAM_DEPTH; ram_index = ram_index + 1)
          BRAM[ram_index] = INIT_DATA;
    end
  endgenerate
  always @(posedge clka) begin
    begin
      if (wea)
        BRAM[addra] <= dina;
      if (enb)
        ram_data <= BRAM[addrb];
    end
  end
  generate
    if (RAM_PERFORMANCE == "LOW_LATENCY") begin: no_output_register
       assign doutb = ram_data;
    end else begin: output_register
      reg [RAM_WIDTH-1:0] doutb_reg = {RAM_WIDTH{1'b0}};
      always @(posedge clka)
        if (rstb)
          doutb_reg <= {RAM_WIDTH{1'b0}};
        else if (regceb)
          doutb_reg <= ram_data;
      assign doutb = doutb_reg;
    end
  endgenerate
endmodule
File: flow/run.sh
#!/bin/bash
# OpenROAD 26Q1-2900-gdf79404cd8, Yosys 0.63+post, stock flow scripts
make -C /OpenROAD-flow-scripts/flow DESIGN_CONFIG=/design/flow/config.mk WORK_HOME=/design/flow/orfs finish
File: flow/config.mk
export PLATFORM = sky130hd
export DESIGN_NAME = FIFOMemory
export DESIGN_NICKNAME = FIFOMemory
export VERILOG_FILES = /design/flow/design.v
export SDC_FILE = /design/flow/constraint.sdc
export NUM_CORES = 4
export LEC_CHECK = 1
export CORE_UTILIZATION = 40
File: flow/constraint.sdc
current_design FIFOMemory

set clk_period 3.6
set clk_io_pct 0.2

create_clock -name clk0 -period $clk_period [get_ports {w_clk}]

set non_clock_inputs [all_inputs -no_clocks]
set_input_delay [expr $clk_period * $clk_io_pct] -clock clk0 $non_clock_inputs
set_output_delay [expr $clk_period * $clk_io_pct] -clock clk0 [all_outputs]
==> out/writeup.txt <==
The run finished with clean final reports. Beginning of the critical path: w_en. The initial DRC count was 119; the count of cell types in the netlist was 18. The largest net degree at the start of global routing is 33, and the clock skew after layout is 0.004152 ns.

The number of antenna violations at the first check in global routing came out at 0. Per the synthesis report, the simple-gate share of the synthesized area is 3.135%. The post-DP HPWL is 5978 um.

Global placement routability congestion: 0.7839. The largest individual stage delay along the critical path comes from the cell clkdlybuf4s50_1. Per the timing report, the biggest fanout along the worst path comes to 5. For the number of placed cells counting well taps, the log shows 438. The layout has 1025 filler cells. The tools report the sequential area share after synthesis as 78.12%. The arithmetic-cell share of the synthesized area counting full adders, half adders and majority gates was 0%.

After floorplanning, the core was sized to cover 12670 um^2. Data required time of the worst path: 3.72 ns. The layout overhead on the synthesized area was 21.13%; the number of buffers created by CTS was 17. In this design, the largest share of critical-path delay is due to simple AND/OR/NAND/NOR gates. The run gives 13530 um^2 for the die footprint. According to the I/O placement log, the pin count is 29. For the final count of negative-setup-slack endpoints, the log shows 0. For the worst min-delay path, the startpoint reported by OpenROAD is fifo_mem.BRAM[14][2]. STA reports a reg2reg setup slack of 2.03 ns. Summing over every cut layer, the via total after detailed routing is 2445. The upper clock frequency limit came out at 0.4385 GHz. The final global-route overflow total is 0, and the layout cell share with drive strength beyond 1 is 23.15%.

The horizontal die dimension is 116.3 um. Peak ir drop on the vdd network: 311.8 uV. For the met2 wire length, the log shows 4647 um. The run gives 5769 um^2 as the cell area after placement. For reference, the top logic cell family by area is multiplexers. After synthesis, the mean cell area works out to 22.83 um^2.

After detailed routing, the number of vias per cell comes to 5.202. The clock passes through at most 2 buffers. The type of the worst min-delay path is flip-flop to flip-flop. The first TritonRoute pass finished after 4 iterations. The cell sitting at the root of the clock tree is a clkbuf_16. TritonRoute output was used to compute an average wire per cell of 20.18 um. The logs give 986 um for the detailed route wirelength on metal3 and 5228 um^2 for the netlist area before placement. Once synthesis finished, the tally of register bits stood at 136. For reference, XOR and XNOR gates occupy 0% of the area reported after synthesis. The antenna diode instance count was 0. The tools report the DRC violation count after routing as 0.

In this design, the stage delay of the slowest critical-path cell is 0.51 ns. The tools report the finished layout cell area as 6332 um^2. The count of nets left with antenna violations once routing finished came out at 0. The final timing summary puts the cycle share of the worst path at 63.35%.

The tools report the number of global-route vias before repair as 2637. Setup repair after global routing left no endpoint under its margin. For the pin with the worst max-slew slack, the measured transition is 0.7142 ns. The warning total across the stage logs is 27. The kind of launch point of the worst setup path is an input port.

For the count of non-filler cells in the finished layout, the log shows 470. The count of instances resized after the clock tree is built is 0. The buffer_ports step reported a buffer count of 26. The launch point of the worst register-to-register path is recorded as fifo_mem.BRAM[2][0].

The clock tree synthesis step divided the H-tree into 4 levels. The starting utilization of the core area was 41.26%. The run gives 1 for the number of warnings printed during yosys synthesis. In the CTS report, the clock slew at the register clock pins of the worst setup and hold paths is listed as 0.05 ns. Per the run summary, max-cap violations total 0. In the setup report, the worst path falls into the class input port to flip-flop. The final-report hold violation count is 0, and the number of rows created at floorplan is 41. The clock tree has to reach 136 sinks. After detailed routing, the wire length on met1 is 3751 um. Hold-fix buffer count after cts: 0.

The uppermost layer routed was met4. For the worst flop-to-flop path, the logic depth is 3. For the data arrival time of the worst path, the log shows 2.40 ns.

The timing report notes that buffer and inverter cells on the critical path total 2. With the setup fix buffers added after clock tree synthesis at 0, the sum of routed wire length over all layers is 9484 um. The area fraction in mux cells was 14.79%; the clock latency of the later-clocked register in the worst-skew pair was 0.40 ns. Total power normalized to cell area comes to 565.6 nW/um^2.

The worst hold path was traced through 3 stages. The first global-routing pass estimated 14640 um of wire. Across all checked pins, the minimum headroom to the slew limit is 52.29%. In this run the critical path is formed by clkdlybuf4s50_1 -> or3b_2 -> nor2_1 -> buf_4.

Capture point of the worst reg-to-reg path: fifo_mem.ram_data[0]. The post-synthesis compound-gate area fraction works out to 2.298%. TritonCTS built the clock tree.

The number of cell instances after yosys synthesis was 229. The leakage power is 0.002083 uW, and the shortest clock period the worst path allows after layout is 2.281 ns. The tools report the global routing usage summed across all routing layers as 16.87%. The kind of end point of the critical path is a flip-flop. Post-synthesis, Yosys gives the total cell area as 5228 um^2. For the final routed database, the setup TNS stands at 0 ns. Max-slew check failures listed in the final report amount to 0. The gate count after technology mapping was 229. Capture endpoint of the worst hold path: fifo_mem.ram_data[2].

Y dimension of the die: 116.3 um.
final cells by class:
type | count | area (um^2) | area share [%]
clock inverters | 14 | 133.9 | 2.114
flip-flops and latches | 136 | 4084 | 64.49
well taps | 172 | 215.2 | 3.399
clock buffers | 18 | 429.2 | 6.777
multi-input cells | 83 | 1057 | 16.70
repair buffers | 47 | 412.9 | 6.520
per-layer routing:
| metal | vias to the layer above | track usage (%) |
|---|---|---|
| met5 | - | 0 |
| met4 | 0 | 1.880 |
| met3 | 9 | 8.827 |
| met2 | 119 | 25.48 |
| met1 | 1218 | 25.03 |
| li1 | 1099 | - |
worst register-to-register path: cells and delay by family (launching register included):
kind             cells  cell delay (ns)
AND-OR/OR-AND        1             0.32
multiplexers         1             0.52
flip-flops           1             0.37
AND/OR/NAND/NOR      1             0.11
state kept, by name (all words and copies together) (netlist names):
signal             flops
fifo_mem.ram_data      8
fifo_mem.BRAM        128
report_power, final:
group	total (uW)	internal (uW)	leakage [uW]	switching, uW
Sequential	1790	1790	0.00124	7.19
Clock	1620	1010	0.000264	609
Combinational	172	83.4	0.000583	88.9
stage by stage:
step / power, uW / utilization, % / hold slack, ns / setup WS [ns]
after global placement: 1996 / 45.53 / 0.7245 / 0.8880
after CTS: 3608 / 49.98 / 0.7467 / 1.301
after global routing: 3702 / 49.98 / 0.7922 / 1.251
after detailed placement: 1999 / 45.53 / 0.7340 / 0.8907
final: 3582 / 49.98 / 0.7437 / 1.319
after floorplan: 1911 / - / 0.7048 / 1.387
layout by cell type (no fill, tap or decap):
master,count
a22oi_1,16
mux4_1,14
nand2_1,9
clkbuf_16,17
nor2b_1,1
clkinvlp_4,4
buf_2,1
nor2_1,13
and2b_1,1
clkinv_1,3
nand3b_1,2
edfxtp_1,136
buf_4,21
clkinv_4,2
nand3_1,1
clkbuf_1,1
or3b_2,1
nor3_1,4
nand2b_1,2
mux4_2,18
and2_1,1
clkinv_2,3
bufinv_16,2
clkdlybuf4s50_1,25
worst max path at each step:
stage / end / slack (ns) / cells after the start
global route: fifo_mem.ram_data[0] / 1.25 / 5
CTS: fifo_mem.ram_data[0] / 1.30 / 5
finish: fifo_mem.BRAM[1][5] / 1.32 / 4
kinds of logic (layout without fill, tap and decap cells):
family | Yosys count | count (layout)
AND-OR/OR-AND | 16 | 16
multiplexers | 32 | 32
flip-flops | 136 | 136
buffers and inverters | 10 | 79
AND/OR/NAND/NOR | 35 | 35
Yosys cell counts (all sizes together):
| cell type | n | area, um^2 |
|---|---|---|
| nor2 | 13 | 48.80 |
| mux4 | 32 | 773.2 |
| buf | 7 | 56.30 |
| nand2 | 9 | 33.78 |
| a22oi | 16 | 120.1 |
| or3b | 1 | 8.760 |
| nand3 | 1 | 5.000 |
| edfxtp | 136 | 4084 |
| and2b | 1 | 7.510 |
| and2 | 1 | 6.260 |
| nor3 | 4 | 20.02 |
| clkdlybuf4s25 | 3 | 30.03 |
| nand2b | 2 | 12.51 |
| nand3b | 2 | 15.01 |
| nor2b | 1 | 6.260 |
Power is estimated from default activity; no workload was simulated.
