--- design/flow/run.sh ---
#!/bin/bash
# OpenROAD 26Q1-2900-gdf79404cd8, Yosys 0.63+post, stock flow scripts
make -C /OpenROAD-flow-scripts/flow DESIGN_CONFIG=/design/flow/config.mk WORK_HOME=/design/flow/orfs finish
--- design/flow/design.v ---
`timescale 1ns/1ns
module FIFOSync (
    input wire clk,
    input wire restn,
    input wire [(1+4)-1: 0] ptr_in,
    output wire [(1+4)-1: 0] ptr_out
);
reg [(1+4)-1: 0] ptr_in_dly1, ptr_in_dly2;
assign ptr_out = ptr_in_dly2;
always@(posedge clk) begin
    if (restn == 1'b0) begin
        ptr_in_dly1 <=  {(1+4){1'b0}};
        ptr_in_dly2 <=  {(1+4){1'b0}};
    end
    else begin
        ptr_in_dly1 <= ptr_in;
        ptr_in_dly2 <= ptr_in_dly1;
    end
end     
endmodule
--- design/flow/constraint.sdc ---
current_design FIFOSync

set clk_period 1.1
set clk_io_pct 0.2

create_clock -name clk0 -period $clk_period [get_ports {clk}]

set non_clock_inputs [all_inputs -no_clocks]
set_input_delay [expr $clk_period * $clk_io_pct] -clock clk0 $non_clock_inputs
set_output_delay [expr $clk_period * $clk_io_pct] -clock clk0 [all_outputs]
--- design/flow/config.mk ---
export PLATFORM = sky130hd
export DESIGN_NAME = FIFOSync
export DESIGN_NICKNAME = FIFOSync
export VERILOG_FILES = /design/flow/design.v
export SDC_FILE = /design/flow/constraint.sdc
export NUM_CORES = 4
export LEC_CHECK = 1
export CORE_AREA = 10 10 70 70
export DIE_AREA = 0 0 80 80
==> impl_metrics.toml <==
# synthesis and place-and-route metrics
[setup_path]
setup_cp_type = "reg -> out"
crit_path_cell_trace = "dlygate4sd2_1"
worst-endpoint-arrival_ps = 780
crit_path_top_delay_cell = "dfxtp_1"
critical_path_peak_fanout = 1
kind_of_start_point_of_the_critical_path = "flop"
path_buffers = 1
cp_top_family = "flip-flops"
critical_path_sink_type = "output pin"
crit_path_max_incr_delay_ps = 290
required_ps = 880

[clock_network]
cts_hold_repair.buffers = 0
cts.clk_slew.worst_paths_ps = 60
cts_setup_buffers = 0
clock_path_buffers = 2
clock-root-buffer = "clkbuf_4"
cts_max_level = 1
tritoncts_clock_tree = "done"
tritoncts.num_buffers = 3
clock_sink_count = 10
clock_insertion_delay_worst_skew_ps = 260

[final_timing]
maxClockFrequency_ghz = 0.999
final.setup_skew_ps = 0.223
rsz_0062_raised_after_global_routing = "no"
post-route-min-period_ps = 1000
max-slew-margin-rel_pct = 83.1
final-hold-violation-count = 0
slew_viol_final = 0
final.setup.tns_ps = 0
setup_viol_count_final = 0
tightestPinTransition_ps = 253
layout_worst_path_cycle_share_pct = 91.0

[drt]
detailroute.via_count = 175
routed_via_density = 2.16
postRouteAntennaNets = 0
post-route-drc-count = 0
antenna-diode-count = 0
first_pass_iters = 2
wl_per_cell_um = 6.31
wl_um = 511
initialDrtViolationCount = 8

[run_status]
status = "complete, no violations"

[yosys]
yosysUniqueCellTypes = 2
post-synth-top-area-cell = "dfxtp_1"
ys_ff = 10
ys.warnings.count = 1
yosys-stat-cells = 20
top_cells_by_count = "10 x and2_1, 10 x dfxtp_1"
portion_of_synthesized_cell_area_occupied_by_the_leading_cell_type_pct = 76.2
synth.yosys.chip_area_um2 = 263
synthesis.area_um2 = 263
postSynth.asyncResetShare_pct = 0
postSynthAreaPerCell_um2 = 13.1
top_cells_by_area = "dfxtp_1 76%, and2_1 24%"
synth-main-ff-cell = "dfxtp_1"
netlist_instances = 20
edf_count = 0
ys_seq_share_pct = 76.2

[global_route]
antenna_found_initial = 0
busiest_layer = "met2"
grt_use_total_pct = 1.44
wire_length_of_the_first_global_routing_pass_um = 710
grt_start_max_net_pins = 11
grt_pass1_vias = 159
grt.overflow.total = 0
grt_util_met2_pct = 2.57
met1_usage_pct = 0.946
groute.layer.met3.usage_pct = 0.795

[power_and_ir_drop]
total_power_uw = 740
power.ir.vdd_worst_v = 0.000343
static-leakage-power_uw = 0.000192
power_per_cell_area_nw_per_um2 = 1610

[die]
floorplan.initialDensity_pct = 7.69
dieWidth_um = 80
placementRows = 21
fp.coreArea_um2 = 3420
pin_count = 12
die_area_um2 = 6400
fp.dieH_um = 80

[layout]
layout_cell_share_with_drive_strength_beyond_1_pct = 11.4
area_delta_synth_final_pct = 75.2
filler_cell_count = 390
finalCoreUtilization_pct = 13.5
final-instance-count-excl-fill = 81

[run]
cap_viol_max_count = 0
stage_log_warnings = 25

[placement]
finalWeightedCongestion = 0.613
io_buffer_count = 11
placed_cells = 77

[hold_path]
worst_hold_path_type = "reg -> reg"
per-layer routing:
| metal | vias to the layer above | part of all wire (%) | wire length, um |
|---|---|---|---|
| li1 | 89 | - | - |
| met1 | 73 | 28 | 144 |
| met2 | 9 | 52 | 267 |
| met3 | 4 | 11 | 56 |
| met4 | 0 | 8.2 | 42 |
| met5 | - | 0 | 0 |
where the power goes:
group	internal (uW)	switching [uW]
sequential	379	2.82
combinational	32.6	8.86
clock	201	116
total	612	128
cells by family (layout without fill, tap and decap cells):
logic type / count (synthesis) / count (layout) / share of synthesized area (%)
and+or+nand+nor: 10 / 10 / 23.8
buffers and inverters: 0 / 15 / 0
DFF: 10 / 10 / 76.2
stage by stage:
stage	instance area, um2	setup slack, ps	hold WS [ps]
2_1_floorplan	263	584	342
3_3_place_gp	430	31.5	410
3_5_place_dp	430	-6.12	420
4_1_cts	460	82.5	434
5_1_grt	460	51.0	439
6_report	460	98.7	429
final timing paths:
kind | from | cells past startpoint | endpoint | slack, ps
setup / recovery | ptr_in_dly2[1] | 1 | ptr_out[1] | 100
hold / removal | ptr_in_dly1[3] | 1 | ptr_in_dly2[3] | 430
setup reg to reg | ptr_in_dly1[2] | 1 | ptr_in_dly2[2] | 560
hold reg to reg | ptr_in_dly1[3] | 1 | ptr_in_dly2[3] | 430
cell usage in the layout, fill, tap and decap left out:
master,instances
clkbuf_8,1
and2_1,10
dfxtp_1,10
clkbuf_4,3
clkdlybuf4s50_1,6
dlygate4sd2_1,5
cell type report:
cell class / instances / area (um2) / share of cell area, %
multi-input cells: 10 / 62.6 / 13.6
clock buffers: 4 / 36.3 / 7.88
flip-flops and latches: 10 / 200 / 43.5
repair buffers: 11 / 104 / 22.6
well taps: 46 / 57.6 / 12.5
repair_timing:
item                       in CTS  in global routing
setup endpoints to repair       5                  0
gates resized                   5                  0
hold endpoints to repair        0                  0
registers in the layout (all words and copies together) (netlist names):
signal,cells
ptr_in_dly2,5
ptr_in_dly1,5
Power figures rest on the tool's default switching activity, not on a simulated workload.
